==> design.v <==
module confreg(
    input             clk,
    input             reset,
	input             conf_wen,	
	input      [15:0] conf_wdata,
    output     [15:0] leds
);
reg[15:0] led_data;
wire write_led = conf_wen;
assign leds = led_data;
always @(posedge clk)
begin
    if(reset)
    begin
        led_data <= 16'h0;
    end
    else if(write_led)
    begin
        led_data <= conf_wdata;
    end
end
endmodule
==> run.sh <==
#!/bin/bash
# OpenROAD 26Q1-2900-gdf79404cd8, Yosys 0.63+post, stock flow scripts
make -C /OpenROAD-flow-scripts/flow DESIGN_CONFIG=/design/flow/config.mk WORK_HOME=/design/flow/orfs finish
==> config.mk <==
export PLATFORM = sky130hd
export DESIGN_NAME = confreg
export DESIGN_NICKNAME = confreg
export VERILOG_FILES = /design/flow/design.v
export SDC_FILE = /design/flow/constraint.sdc
export NUM_CORES = 4
export LEC_CHECK = 1
export CORE_AREA = 10 10 74 74
export DIE_AREA = 0 0 84 84
==> constraint.sdc <==
current_design confreg

set clk_period 1.1
set clk_io_pct 0.2

create_clock -name clk0 -period $clk_period [get_ports {clk}]

set non_clock_inputs [all_inputs -no_clocks]
set_input_delay [expr $clk_period * $clk_io_pct] -clock clk0 $non_clock_inputs
set_output_delay [expr $clk_period * $clk_io_pct] -clock clk0 [all_outputs]
==> design notes <==
STA classifies the critical path endpoint as a register. The run gives 0 as the DRC violation count after routing. The count of buffers added on input and output ports is 34.

The worst path in the final design needs a cycle of 1.03 ns, including I/O delays and setup. CTS buffer count: 3. The run gives 0 as the number of antenna violations at the first check in global routing. The max-slew violation count is 0.

The highest layer used for signal routing was met3. Standard cell with the maximum stage delay on the critical path: clkdlybuf4s50_1. The number of flip-flops in the largest register was 16. The run gives 4 as the first-pass detailed-route iteration total. Endpoints with negative setup slack in the final report add up to 0. In this run the critical register-to-register path is launched from led_data[14]. The clock tree has to reach 16 sinks. The area overhead of the layout relative to synthesis works out to 76.5%. Kind of start point of the critical path: a primary input.

The buffers plus inverters on the worst setup path is 2. Looking at the critical path, the highest net fanout was 16. TritonCTS built the clock tree.

In the final layout, the registers with the most flip-flops are led_data: 16 flops. Per the detail_route report, vias per standard cell equal 3.34. From left edge to right edge, the die measures 84 um. The total power density per cell area works out to 1210 nW/um^2. Looking at the max-slew report, the worst-margin pin has a slew of 0.126 ns. The first global-routing pass estimated 2550 um of wire.

The synthesized netlist handed to floorplanning was reported with a cell count of 52. The least setup slack across all paths after layout came out at 0.0740 ns. In the final routed layout, each cell accounts on average for 10.6 um. The routed length on met3 came out at 206 um.

The number of synthesized register bits was 16. At the end of the flow the core is filled with cells to 25.8%. The run gives 0.50 ns for the worst stage delay on the critical path. The worst hold path was traced through 2 stages. The clock transition at the registers of the reported paths is 0.06 ns.

In this run the count of I/O pins placed on the die edge is 35. The total met2 wirelength after detailed routing is 654 um, and the core utilization before placement is 14.6%. The required time at the worst endpoint is listed as 1.23 ns. The tools report the placer congestion estimate as 0.690. The flow reports an fmax of 975 MHz.

With the final cycle utilization of the critical path at 93.3%, the half-perimeter wire length after placement is 1140 um. The layout summary lists the proportion of cells stronger than drive strength 1 as 24.1%. The number of synthesis warnings was 1.

For the peak supply drop, the log shows 0.661 mV. Max-slew headroom at the worst pin: 91.4%. The die extent in y is 84 um. The capture point of the worst register-to-register path is recorded as led_data[14].

The share of the Yosys chip area taken by registers is 55.2%. The run gives 597 um for the routed metal-1 wire length. Of the post-synthesis cell area, the dominant cell type holds 55.2%.

The worst min-delay path category was register to register. The tools report the via count of the first global-routing pass as 507. Max-cap violations in this run came to 0. Counting along the longest clock path gives a buffer depth of 2. The repair_antennas step left the layout with diodes totalling 0. Setup repair after global routing left no endpoint under its margin. The post-layout instance area is 1020 sq um, and the number of H-tree levels is 1. The area of the die was 7060 sq um. For reference, the post-synthesis area per instance comes to 11.2 sq um. The run gives 52 for the cell total in the yosys stat output. The run gives 983 sq um for the cell area after placement. The later pin in the worst-skew pair is clocked with a latency of 0.24 ns. In this design, the largest share of critical-path delay is due to buffers and inverters.

Per the synthesis report, the number of distinct cell types is 7. The standard-cell row count came out at 23. The worst slack after detailed placement was -0.187 ns; the setup TNS was 0 ns. The all-layer global routing usage is 4.30%.

Counting the fill cells in the layout gives 419. In the post-synthesis netlist, the biggest area contributors are dfxtp_1 (55%), mux2i_1 (28%), nor2_1 (10%), buf_12 (3.4%), buf_6 (1.9%). Total core area: 3970 sq um. The flow ran to the end, and the final reports show no timing, DRC or antenna violations.

The number of buffers added for setup after CTS is 0. Looking at the clock tree report, the root buffer type is clkbuf_8. For the final database, setup skew stands at 0 ns.

For reference, the most critical setup path is categorized as primary input to register. The stage logs contain a warning count of 25. The number of design-rule violations left by the first detailed-router iteration came out at 3. After synthesis, the chip area reported by Yosys is 581 sq um. The tools report the sink of the worst hold path as led_data[5]. The vias after detailed routing is 458, and the depth of the worst register-to-register path is 2. Per the post-route antenna check, the number of violating nets is 0. The hold buffer count at cts was 0; the sum of routed wire length over all layers was 1460 um. With the maximum number of pins on one net before global-route repair at 17, the number of failing hold endpoints at the final stage is 0.

With the minimum setup slack among reg-to-reg paths at 0.51 ns, the arrival time of the worst setup path is 1.16 ns. Hold timing on the final database bottoms out at a slack of 0.475 ns. The synthesized design spends more area on one cell type than any other, namely dfxtp_1. The worst hold path begins at led_data[5]. The total overflow left after global routing is 0.

The synthesized netlist occupies a cell area of 581 sq um. The cell sequence reported for the critical path is clkdlybuf4s50_1, buf_12, mux2i_1, nor2_1. Register ranked first by flip-flop count: led_data. The leakage component of the power was reported as 0.488 nW.

The tools report the count of cells resized by post-cts repair as 32.
-- cell usage after synthesis --
cell / instances
buf_12: 1
buf_6: 1
dfxtp_1: 16
nor2_1: 16
mux2i_1: 16
buf_2: 1
buf_1: 1
-- per-stage QoR --
step                      std cells  total power [W]
after detailed placement        134         0.000860
after floorplan                  52         0.000712
after global routing            137          0.00134
after global placement          134         0.000857
final                           137          0.00124
after CTS                       137          0.00129
-- cells by family after synthesis --
family / synth area share (%)
flops: 55.2
buf+inv: 6.90
simple gates: 10.3
mux: 27.6
-- layout by cell type, fill, tap and decap left out --
cell / n
clkdlybuf4s50_1: 18
clkbuf_8: 3
dfxtp_2: 16
mux2i_1: 16
nor2_1: 16
dlygate4sd2_1: 16
buf_12: 2
-- metal layers --
layer | up-vias | track usage, %
met4 | 0 | 0.304
met2 | 22 | 6.41
met1 | 197 | 5.14
met3 | 0 | 3.05
met5 | - | 0
li1 | 239 | -
-- worst max path at each step --
stage            start            to  slack, ns  cells after the start
4_1_cts   led_data[15]      leds[15]       0.07                      1
5_1_grt       conf_wen  led_data[10]      0.002                      4
6_report      conf_wen   led_data[4]       0.07                      4
-- power by group --
group	total, W	switching [W]	internal, W
Clock	0.000421	0.000179	0.000242
Sequential	0.000635	0.0000141	0.000621
Combinational	0.000189	0.0000548	0.000134
Total	0.00124	0.000248	0.000997
-- layout make-up --
cell class / count / area [sq um] / share of cell area (%)
tap: 50 / 62.6 / 6.11
multi-input combinational: 32 / 220 / 21.5
sequential: 16 / 340 / 33.2
clock buffer: 3 / 41.3 / 4.03
timing repair buffer: 36 / 360 / 35.2
-- worst min-delay path, cell delays in order, from the launching register on --
cell	delay [ns]
dfxtp_2	0.32
mux2i_1	0.06
nor2_1	0.07
Power is estimated from default activity; no workload was simulated.
